### config.mk
export PLATFORM = sky130hd
export DESIGN_NAME = Execute_Cycle
export DESIGN_NICKNAME = Execute_Cycle
export VERILOG_FILES = /design/flow/design.v
export SDC_FILE = /design/flow/constraint.sdc
export NUM_CORES = 4
export LEC_CHECK = 1
export CORE_UTILIZATION = 30
### constraint.sdc
current_design Execute_Cycle

set clk_period 28.7
set clk_io_pct 0.2

create_clock -name clk0 -period $clk_period [get_ports {clk}]

set non_clock_inputs [all_inputs -no_clocks]
set_input_delay [expr $clk_period * $clk_io_pct] -clock clk0 $non_clock_inputs
set_output_delay [expr $clk_period * $clk_io_pct] -clock clk0 [all_outputs]
### design.v
`timescale 1ns / 1ps
module ALU(
 input [31:0] A, B,            
   input [3:0] ALUControl,       
   output reg [31:0] Result,     
   output Zero,                  
   output Less                   
    );
      assign Zero = (Result == 32'b0);
      assign Less = ($signed(A) < $signed(B));
      always @(*) begin
          case (ALUControl)
              4'b0010: Result = A + B;         
              4'b0110: Result = A - B;         
              4'b0000: Result = A & B;         
              4'b0001: Result = A | B;         
              4'b0011: Result = A ^ B;         
              4'b0100: Result = A << B[4:0];   
              4'b0101: Result = A >> B[4:0];   
              4'b0111: Result = $signed(A) >>> B[4:0];   
              default: Result = 32'b0;         
          endcase
      end
endmodule
`timescale 1ns / 1ps
module Branch_Jump_Control(
input Branch, Jump,          
    input Zero, Less,            
    input [2:0] funct3,          
    output reg PCSrc             
    );
     always @(*) begin
           PCSrc = 1'b0;
           if (Jump) begin
               PCSrc = 1'b1;
           end
           else if (Branch) begin
               case (funct3)
                   3'b000: PCSrc = Zero;         
                   3'b001: PCSrc = ~Zero;        
                   3'b100: PCSrc = Less;         
                   3'b101: PCSrc = ~Less;        
                   default: PCSrc = 1'b0;        
               endcase
           end
       end
endmodule
`timescale 1ns / 1ps
module Execute_Cycle(
  input clk, rst,                       
  input [31:0] RD1_E, RD2_E, Imm_Ext_E, PCE, PCPlus4E,  
  input [4:0] RS1_E, RS2_E, RD_E,       
  input [3:0] ALUControlE,              
  input ALUSrcE, MemWriteE, MemReadE, ResultSrcE, BranchE, JumpE,   
  input [2:0] funct3_E,                 
  input RegWriteM, RegWriteW,            
  input [31:0] ALUResultM, ResultW,      
  input [4:0] RD_M, RD_W,               
  output [31:0] ALUResultM_out, WriteDataM, PCTargetE, PCPlus4M,    
  output ZeroE, LessE,                  
  output MemWriteM, MemReadM, ResultSrcM, BranchM, JumpM,           
  output [4:0] RD_M_out                 
);
  wire [1:0] ForwardAE, ForwardBE;
  wire [31:0] SrcA, SrcB, ALUResult; 
  wire Zero, Less;
  mux_3_1 muxA (
    .a(RD1_E),          
    .b(ALUResultM),      
    .c(ResultW),         
    .s(ForwardAE),       
    .d(SrcA)             
  );
  mux_3_1 muxB (
    .a(RD2_E),          
    .b(ALUResultM),      
    .c(ResultW),         
    .s(ForwardBE),       
    .d(SrcB)             
  );
  ALU alu (
    .A(SrcA),
    .B(SrcB),
    .ALUControl(ALUControlE),
    .Result(ALUResult),
    .Zero(Zero),
    .Less(Less)
  );
  Branch_Jump_Control branch_jump_control (
    .Branch(BranchE),
    .Jump(JumpE),
    .Zero(Zero),
    .Less(Less),
    .funct3(funct3_E),
    .PCSrc(PCTargetE)    
  );
  Hazard_unit hazard_unit_inst (
    .rst(rst),
    .MemReadM(MemReadE),            
    .Ready(1'b1),                   
    .RegWriteM(RegWriteM),          
    .RegWriteW(RegWriteW),          
    .Rd_M(RD_M),                    
    .Rd_W(RD_W),                    
    .Rs1_E(RS1_E), .Rs2_E(RS2_E),   
    .ForwardAE(ForwardAE),          
    .ForwardBE(ForwardBE)           
  );
  reg MemWriteE_r, MemReadE_r, ResultSrcE_r, BranchE_r, JumpE_r;
  reg [31:0] ALUResultE_r, WriteDataE_r, PCPlus4E_r;
  reg [4:0] RD_E_r;
  always @(posedge clk or posedge rst) begin
    if (rst) begin
      MemWriteE_r <= 1'b0;
      MemReadE_r <= 1'b0;
      ResultSrcE_r <= 1'b0;
      BranchE_r <= 1'b0;
      JumpE_r <= 1'b0;
      ALUResultE_r <= 32'h00000000;
      WriteDataE_r <= 32'h00000000;
      PCPlus4E_r <= 32'h00000000;
      RD_E_r <= 5'h00;
    end else begin
      MemWriteE_r <= MemWriteE;
      MemReadE_r <= MemReadE;
      ResultSrcE_r <= ResultSrcE;
      BranchE_r <= BranchE;
      JumpE_r <= JumpE;
      ALUResultE_r <= ALUResult;
      WriteDataE_r <= RD2_E;        
      PCPlus4E_r <= PCPlus4E;       
      RD_E_r <= RD_E;               
    end
  end
  assign ZeroE = Zero;
  assign LessE = Less;
  assign ALUResultM_out = ALUResultE_r;
  assign WriteDataM = WriteDataE_r;
  assign PCTargetE = PCE + Imm_Ext_E;  
  assign PCPlus4M = PCPlus4E_r;
  assign MemWriteM = MemWriteE_r;
  assign MemReadM = MemReadE_r;
  assign ResultSrcM = ResultSrcE_r;
  assign BranchM = BranchE_r;
  assign JumpM = JumpE_r;
  assign RD_M_out = RD_E_r;
endmodule
module Hazard_unit(
 input rst,                    
   input MemReadM,               
   input Ready,                  
   input RegWriteM,              
   input RegWriteW,              
   input [4:0] Rd_M,             
   input [4:0] Rd_W,             
   input [4:0] Rs1_D, Rs2_D,     
   input [4:0] Rs1_E, Rs2_E,     
   output reg [1:0] ForwardAE,   
   output reg [1:0] ForwardBE,   
   output reg StallF,            
   output reg StallD             
    );
    always @(*) begin
            StallF = 1'b0;
            StallD = 1'b0;
            ForwardAE = 2'b00;   
            ForwardBE = 2'b00;   
            if (rst) begin
                StallF = 1'b0;
                StallD = 1'b0;
                ForwardAE = 2'b00;
                ForwardBE = 2'b00;
            end else begin
                if (MemReadM && ((Rd_M == Rs1_D) || (Rd_M == Rs2_D)) && !Ready) begin
                    StallF = 1'b1;   
                    StallD = 1'b1;   
                end
                if (RegWriteM && (Rd_M != 5'h00) && (Rd_M == Rs1_E)) begin
                    ForwardAE = 2'b10;   
                end else if (RegWriteW && (Rd_W != 5'h00) && (Rd_W == Rs1_E)) begin
                    ForwardAE = 2'b01;   
                end
                if (RegWriteM && (Rd_M != 5'h00) && (Rd_M == Rs2_E)) begin
                    ForwardBE = 2'b10;   
                end else if (RegWriteW && (Rd_W != 5'h00) && (Rd_W == Rs2_E)) begin
                    ForwardBE = 2'b01;   
                end
            end
        end
endmodule
module mux(a,b,s,c);
input [31:0] a,b;
input s;
output [31:0] c;
assign c = (~s) ? a : b ;
endmodule
module mux_3_1 (a,b,c,s,d);
input [31:0] a,b,c;
input [1:0] s;
output [31:0] d;
assign d = (s == 2'b00) ? a : (s == 2'b01) ? b : (s ==2'b10) ? c : 32'h00000000;
endmodule
### run.sh
#!/bin/bash
# OpenROAD 26Q1-2900-gdf79404cd8, Yosys 0.63+post, stock flow scripts
make -C /OpenROAD-flow-scripts/flow DESIGN_CONFIG=/design/flow/config.mk WORK_HOME=/design/flow/orfs finish
==> ci_impl_report.md <==
## PnR job results

| Metric | Value |
|---|---|
| Crit share post-route | between 70% and 80% |
| EDFF count, synth | 0 |
| Post-synth seq share | around a fifth |
| Global-route wire length before repair | about 94000 um |
| Setup WS pre-CTS | around 8600 ps |
| Worst setup SP type | primary input |
| Worst-margin pin slew | 920 ps |
| Hold Slack | between 5000 and 6000 ps |
| Clock power share | around 22% |
| Post-synth regs | 106 |
| Wire length per cell | 25.2 um |
| Slew Limit Fails | 0 |
| Chip area in the Yosys report | roughly 13000 um^2 |
| Post-DP HPWL | between 50000 and 60000 um |
| Root buffer cell | clkbuf_16 |
| Tool warnings | ~160 |
| Row cnt | between 70 and 80 |
| Clock sinks | between 100 and 150 |
| WP buf/inv | 4 |
| Cells in synth_stat.txt | ~1700 |
| Initial core utilization | roughly 30% |
| Slowest CP cell | buf_4 |
| Syn Inst Count | about 1700 |
| Die H | 211 um |
| DR iter-0 viols | roughly 1400 |
| Reg power frac | roughly 28% |
| Vias in the first global route | approximately 14000 |
| CTS tree | yes |
| Area Growth Syn to Fin | 29.5% |
| Vias | about 15000 |
| Top-Level Pins | ~410 |
| Final GP Congestion | approximately 1.0 |
| Relative slew slack | 37.1% |
| Ys flop type | dfrtp_1 |
| Die area | between 40000 and 50000 um^2 |
| Layout fillers | 4477 |
| Switching power | roughly 0.00024 W |
| DIE WIDTH | 211 um |
| CTS Hold Bufs | 0 |
| Min-delay worst type | primary input to asynchronous set/reset pin |
| Clock-pin slew on the worst setup and hold paths | roughly 80 ps |
| Worst path most repeated cell | or4_1 |
| Syn_area_per_cell | 7.73 um^2 |
| Port bufs | approximately 300 |
| Highest clock rate | approximately 50 MHz |
| # resized after CTS | 0 |
| Critical path capture point type | output pin |
| Switching share of power | between 40 and 50% |
| Distinct cells, synth | about 92 |
| Fin Setup TNS | 0 ps |
| DR vias/cell | 5.85 |
| Fin. Hold Viols | 0 |
| Most frequent cells in the layout | clkdlybuf4s50_1, nor2_1, nand2_1, mux2i_1, o21ai_0 |
| Most frequent logic cell in the layout | clkdlybuf4s50_1 |
| TritonCTS Buffers | 9 |
| Comb pwr share | about 50% |
| Core ar. | about 43000 um^2 |
| Mapped Area | ~13000 um^2 |
| Minimum clock period | 20200 ps |
| Power Density | roughly 35 nW/um^2 |
| IR drop worst, VDD | ~0.029 mV |
| CP cell instances | clkdlybuf4s50_1 -> or4_4 -> o211ai_2 -> or3_2 -> buf_4 -> o21ai_2 -> o221ai_4 -> buf_4 -> ha_1 -> a21oi_1 -> o21a_1 -> or3b_2 -> and2_1 -> o21bai_1 -> a31oi_1 -> o31a_1 -> a221oi_1 -> a21oi_1 -> or4_1 -> or4_1 -> or4_1 -> or3_1 -> o211ai_1 -> clkdlybuf4s50_1 |
| Final core occ | about two fifths |
| RSZ-0062 raised after global routing | no |
| Initial antenna violation count | 1 |
| Layout cells sized above 1 | under 10% |
| CTS H-Tree Depth | 3 |
| Initial DRT Pass Iterations | 6 |
| Crit path max fanout | 52 |
| Power, Total | between 0.0005 and 0.0006 W |
| Aggregate global-route resource usage | approximately 29% |
| Routed Antenna Nets | 0 |
| Post-Route WL | ~64000 um |
| Delay-heaviest family, CP | simple AND/OR/NAND/NOR gates |
| Leak Pwr | ~7.1 nW |
| Maximum clock insertion buffer count | 2 |
| Largest net degree at the start of global routing | approximately 60 |
| Ant diodes | 0 |
| Slowest stage delay, CP | around 640 ps |
| WP data required | approximately 23000 ps |
| Max_cap viols | 0 |
| Total grt overflow | 0 |
| Async set-reset flop share out of synthesis | ~100% |
| Yosys Warn Count | 38 |
| Final setup margin | roughly 8500 ps |
| Worst EP arrival | about 14000 ps |
| Post-CTS Setup Repair Bufs | 0 |
| Crit path kind | primary input to output pin |
| Drt drc | 0 |
| Power Internal | 0.000345 W |
| Finish-stage setup viols | 0 |
| Status | completed |
logic make-up (layout without fill, tap and decap cells):
family          count (synthesis)  in the layout  synth area share, %
xor+xnor                       21             21                 1.41
mux                           134            134                 10.4
flops                         106            106                 20.3
buf+inv                       260            481                 9.14
fa+ha+maj                      99             99                 9.59
compound gates                622            622                 33.4
other cells                     1             31               0.0287
simple gates                  448            448                 15.7
layer usage:
layer  global-route usage [%]  part of all wire (%)  wire [um]  vias up
met5                        0                 0.017         11        -
met4                     9.52                   3.9       2470        2
met3                     5.71                   7.4       4740      109
met2                     46.4                    46      29400      673
met1                     39.7                    43      27100     7232
li1                         -                     -          -     6768
state kept, by name, summed over array words and instances, names as in the netlist:
name,flops
RD_E_r,5
MemReadE_r,1
PCPlus4E_r,32
JumpE_r,1
WriteDataE_r,32
ALUResultE_r,32
ResultSrcE_r,1
BranchE_r,1
MemWriteE_r,1
cell type report:
type	count	area (um^2)	share of cell area [%]
clock inverters	7	78.8	0.466
repair buffers	352	3420	20.2
inverters	113	429	2.54
multi-input cells	1355	9390	55.5
clock buffers	9	225	1.33
well taps	585	732	4.32
flip-flops and latches	106	2650	15.7
power by group through the flow:
stage / Combinational (W) / Sequential, W / Clock, W
4_1_cts: 0.000290 / 0.000167 / 0.000132
5_1_grt: 0.000317 / 0.000168 / 0.000138
6_report: 0.000295 / 0.000166 / 0.000126
per-stage QoR:
stage | area (um^2) | instances
finish | 16900 | 2527
global route | 16900 | 2527
CTS | 16900 | 2527
detailed placement | 16600 | 2511
global placement | 16600 | 2511
floorplan | 13200 | 1721
cell usage after synthesis (27+ instances only):
| library cell | n | area (um^2) |
|---|---|---|
| mux2i_1 | 125 | 1250 |
| dfrtp_1 | 106 | 2650 |
| nand2_1 | 126 | 473 |
| o22ai_1 | 27 | 169 |
| o32a_1 | 33 | 330 |
| nand3_1 | 32 | 160 |
| buf_4 | 41 | 308 |
| nor2_1 | 157 | 589 |
| nor3_1 | 42 | 210 |
| o21ai_0 | 118 | 591 |
| o211ai_1 | 62 | 465 |
| ha_1 | 97 | 1210 |
| clkbuf_1 | 66 | 248 |
| a21oi_1 | 107 | 536 |
| inv_1 | 108 | 405 |
worst max-delay path by stage:
stage                   start      endpoint  cells after the start  slack [ps]
final                 RD_M[2]  PCTargetE[0]                     24        8500
after global routing  RD_M[2]  PCTargetE[0]                     25        8090
after CTS             RD_M[2]  PCTargetE[0]                     24        8620
No activity file was given, so power comes from the tool's default toggle rates.
