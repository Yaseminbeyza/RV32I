==> design/flow/design.v <==
`timescale 1ns / 1ps
module Data_Memory(
input clk,    
    input rst,                
    input [31:0] address,        
    input [31:0] write_data,     
    input MemWrite,              
    input MemRead,               
    output reg [31:0] data_out,  
    output reg Ready             
    );
     reg [31:0] memory [0:511];   
       reg [1:0] cycle_counter;     
       always @(posedge clk) begin
           if (MemWrite) begin
               memory[address[10:2]] <= write_data;    
           end
       end
       always @(posedge clk or posedge rst) begin
           if (rst) begin
               data_out <= 32'b0;
               Ready <= 1'b0;
               cycle_counter <= 2'b00;   
           end else if (MemRead) begin
               if (cycle_counter < 2'b10) begin
                   cycle_counter <= cycle_counter + 1;   
                   Ready <= 1'b0;   
               end else begin
                   data_out <= memory[address[10:2]];   
                   Ready <= 1'b1;   
               end
           end else begin
               data_out <= 32'b0;
               Ready <= 1'b0;
               cycle_counter <= 2'b00;   
           end
       end
endmodule
module Memory_Cycle(
input clk, rst,                      
    input [31:0] ALUResultM, WriteDataM,  
    input [4:0] RD_M,                     
    input MemWriteM, MemReadM,             
    input ResultSrcM,                      
    output [31:0] ReadDataM, ALUResultW,   
    output RegWriteM,                      
    output [4:0] RDW                      
    );
    wire [31:0] Data_Memory_Out;           
        Data_Memory data_memory (
            .clk(clk),
            .rst(rst),
            .address(ALUResultM),              
            .write_data(WriteDataM),           
            .MemWrite(MemWriteM),              
            .MemRead(MemReadM),                
            .data_out(Data_Memory_Out)         
        );
        assign ReadDataM = Data_Memory_Out;
        assign ALUResultW = ALUResultM;
        assign RegWriteM = ResultSrcM;        
        assign RDW = RD_M;                    
endmodule
==> design/flow/run.sh <==
#!/bin/bash
# OpenROAD 26Q1-2900-gdf79404cd8, Yosys 0.63+post, stock flow scripts
make -C /OpenROAD-flow-scripts/flow DESIGN_CONFIG=/design/flow/config.mk WORK_HOME=/design/flow/orfs finish
==> design/flow/config.mk <==
export PLATFORM = sky130hd
export DESIGN_NAME = Memory_Cycle
export DESIGN_NICKNAME = Memory_Cycle
export VERILOG_FILES = /design/flow/design.v
export SDC_FILE = /design/flow/constraint.sdc
export NUM_CORES = 4
export LEC_CHECK = 1
export CORE_UTILIZATION = 50
export SYNTH_MEMORY_MAX_BITS = 65536
==> design/flow/constraint.sdc <==
current_design Memory_Cycle

set clk_period 7.0
set clk_io_pct 0.2

create_clock -name clk0 -period $clk_period [get_ports {clk}]

set non_clock_inputs [all_inputs -no_clocks]
set_input_delay [expr $clk_period * $clk_io_pct] -clock clk0 $non_clock_inputs
set_output_delay [expr $clk_period * $clk_io_pct] -clock clk0 [all_outputs]
==> results.txt <==
CP Class -> in2reg
Lkg Pwr -> 225 nW
CTS tree -> built
Worst R2R Setup Slack -> 2.42 ns
Comb power frac -> 4.9%
post-route non-filler standard cell count -> 48,400
Iteration-0 DRC Markers -> 21,900
antenna violations before repair -> 150
P&R area growth vs syn -> 14.6%
final wirelength -> 1,940,000 microns
via count -> 308,000
cell with the most instances after synthesis -> edfxtp_1
DP Area -> 663,000 sq um
area leader, netlist -> edfxtp_1
post-CTS sizing -> 0
Ports -> 144
first-pass GRT wire length -> 2,660,000 microns
DP HPWL -> 1,170,000 microns
GP Congestion -> 0.952
yosys stat area -> 626,000 sq um
CP Data Required Time -> 8.21 ns
Power Density -> 288 nW/um^2
post-route ant nets -> 0
Tmin final -> 5.81 ns
switch share -> 21.2%
site row count -> 410
Top cells by area -> edfxtp_1 79%, mux4_2 12%, mux2i_1 2.5%
failing checks -> capacitance limit, slew limit
setup bufs post-CTS -> 0
ys flop type -> edfxtp_1
Worst VDD drop -> 249 uV
Finished Core Util -> 57.5%
CP Launch Type -> primary input
Port Buffers -> 85
Post-Route Skew -> 0.127 ns
TritonCTS buffer count -> 1,730
Slew HR -> -2.53%
Max Fclk -> 172 MHz
synth warn -> 1
post-synthesis cell count from yosys -> 28,100
stage-log warning count -> 68
Max FO, Critical Path -> 69
Area leader share -> 78.6%
Seq cells post-synth -> 16,400
Final setup viols -> 0
Clock power frac -> 42.5%
WHS -> 0.483 ns
grt total ovfl -> 0
hold buffer count at CTS -> 0
number of global-route vias before repair -> 335,000
Max Cap Viol -> 1
global-route usage over all layers -> 35.2%
register area share after synthesis -> 78.8%
RSZ-0062 raised after global routing -> false
Post-Syn Instances -> 28,100
HP Class -> in2async
die area -> 1,260,000 sq um
Hold Violations, Final -> 0
core area -> 1,250,000 sq um
Cell Type Count -> 73
Chip Width -> 1120 microns
Syn Area/Cell -> 22.2 sq um
CTS Buffer Depth -> 6
Internal -> 162 mW
fin. max-slew vios -> 2
DR WL/cell -> 40.0 microns
H-tree depth -> 7
fin crit share -> 83.0%
largest net degree at the start of global routing -> 120
placed cells -> 45,200
fraction of layout cells with a size suffix above 1 -> 28.4%
CP Data Arrival Time -> 7.02 ns
Die H -> 1120 microns
Setup crit end kind -> flop
DR vias/cell -> 6.37
sequential share of power -> 52.6%
most common library cells after synthesis -> 16,400 x edfxtp_1, 3,451 x mux4_2, 1,538 x mux2i_1
Switching Power -> 43.8 mW
DR DRC count -> 0
first drt pass iteration count -> 8
CTS clk-pin slew, worst paths -> 0.06 ns
Slew @ Worst Pin -> 1.53 ns
Final Cell Area -> 717,000 sq um
mapped cell area -> 626,000 sq um
Clock Sinks -> 16,400
Async S/R FF share, synth -> 0.207%
Init Core Util -> 50.2%
EDFF count, synth -> 16,400
worst skew pair latency -> 1.37 ns
status -> complete, but fails checks
Root Driver -> clkbuf_16
setup TNS -> 0 ns
[flip-flops by register name, summed over array words and instances, names as in the netlist]
name	count
data_memory.memory	16384
data_memory.data_out	32
data_memory.cycle_counter	2
[power by group through the flow]
| stage | clock network [mW] | logic, mW | registers (mW) |
|---|---|---|---|
| after CTS | 88.6 | 10.1 | 108 |
| final | 87.6 | 10.2 | 108 |
| after global routing | 92.4 | 10.7 | 108 |
[metal layers]
layer	wire, microns	up-vias	track usage [%]
li1	-	124000	-
met1	518000	155000	39.0
met4	103000	234	13.4
met3	462000	3746	35.5
met2	840000	25000	45.3
met5	12100	-	7.89
[cell type report]
type,count,area [sq um]
clock inverters,898,7790
diodes,168,420
fillers,87300,530000
clock buffers,2152,45600
repair buffers,2054,19500
flip-flops and latches,16400,493000
inverters,38,166
well taps,16700,20900
multi-input cells,9987,130000
[worst max-delay path, stage by stage]
cell and delay (ns):
buf_8 0.27, buf_4 0.58, buf_12 0.42, buf_4 0.42
mux4_2 0.35, nor2_1 0.44, nor3_1 0.24, buf_4 0.19
nor4_1 0.59, buf_4 0.27, nand4_1 0.70, nor4_2 0.73
buf_4 0.25, a21oi_1 0.07
[layout by cell type, fill, tap and decap left out, types with 25 or more instances in the layout]
| master | n |
|---|---|
| nor2_1 | 112 |
| a211oi_1 | 67 |
| nor2_4 | 519 |
| inv_1 | 34 |
| a22o_1 | 224 |
| a22oi_1 | 408 |
| nor2b_1 | 46 |
| clkinv_2 | 301 |
| edfxtp_1 | 16400 |
| clkbuf_16 | 1755 |
| mux2i_1 | 1535 |
| a2111oi_0 | 43 |
| nand4_1 | 273 |
| mux2_2 | 458 |
| clkinv_1 | 385 |
| a21oi_1 | 456 |
| buf_12 | 290 |
| bufinv_16 | 139 |
| and4_1 | 37 |
| nand3_1 | 36 |
| clkinvlp_4 | 37 |
| nand2_2 | 39 |
| buf_4 | 1671 |
| a2bb2oi_1 | 26 |
| clkbuf_1 | 373 |
| buf_8 | 35 |
| o21ai_0 | 570 |
| mux4_2 | 3451 |
| dfrtp_1 | 33 |
| nor3_2 | 25 |
| nand2_1 | 271 |
| clkdlybuf4s50_1 | 43 |
| nor3_1 | 169 |
| a31oi_1 | 174 |
| diode_2 | 168 |
| o22ai_1 | 572 |
| a32oi_1 | 48 |
| nor4_2 | 42 |
| nor4_1 | 33 |
[path summary, 6_finish.rpt]
check | startpoint | to | depth (start not counted)
max | ALUResultM[5] | data_memory.data_out[0]$_DFFE_PP0P_ | 14
min | rst | data_memory.cycle_counter[0]$_DFFE_PP0P_ | 2
max reg2reg | data_memory.memory[255][25]$_DFFE_PP_ | data_memory.data_out[25]$_DFFE_PP0P_ | 8
min reg2reg | data_memory.cycle_counter[0]$_DFFE_PP0P_ | data_memory.cycle_counter[1]$_DFFE_PP0P_ | 1
max in group asynchronous | rst | data_memory.data_out[20]$_DFFE_PP0P_ | 3
min in group clk0 | WriteDataM[10] | data_memory.memory[351][10]$_DFFE_PP_ | 1
[stage by stage]
| step | setup slack [ns] | power [mW] |
|---|---|---|
| final | 1.19 | 206 |
| after global routing | 1.15 | 211 |
| after CTS | 1.31 | 207 |
| after detailed placement | -0.167 | 121 |
| after global placement | -0.573 | 120 |
| after floorplan | 1.73 | 115 |
[cells by family after synthesis]
kind of cell              after synthesis  share of synthesized area (%)
buffers and inverters                1720                           1.28
DFF                                 16400                           78.8
and+or+nand+nor                      1725                           1.33
AOI/OAI and AO/OA                    2814                           2.92
muxes                                5447                           15.7
xor gates and xnor gates                1                        0.00140
Power and IR drop assume default switching activity.
