$ cat design/flow/run.sh
#!/bin/bash
# OpenROAD 26Q1-2900-gdf79404cd8, Yosys 0.63+post, stock flow scripts
make -C /OpenROAD-flow-scripts/flow DESIGN_CONFIG=/design/flow/config.mk WORK_HOME=/design/flow/orfs finish
$ cat design/flow/config.mk
export PLATFORM = sky130hd
export DESIGN_NAME = gshare
export DESIGN_NICKNAME = gshare
export VERILOG_FILES = /design/flow/design.v
export SDC_FILE = /design/flow/constraint.sdc
export NUM_CORES = 4
export LEC_CHECK = 1
export CORE_UTILIZATION = 30
$ cat design/flow/constraint.sdc
current_design gshare

set clk_period 71.8
set clk_io_pct 0.2

create_clock -name clk0 -period $clk_period [get_ports {clk}]

set non_clock_inputs [all_inputs -no_clocks]
set_input_delay [expr $clk_period * $clk_io_pct] -clock clk0 $non_clock_inputs
set_output_delay [expr $clk_period * $clk_io_pct] -clock clk0 [all_outputs]
$ cat design/flow/design.v
module gshare
 #(
    parameter GSHARE_BITS_NUM = 8,
    parameter OPTION_OPERAND_WIDTH = 32
    )
   (
    input clk,
    input rst,
    output predicted_flag_o, 
    input fetch_op_branch_flag_i,       
    input fetch_op_branch_not_flag_i,
    input op_branch_taken_i,
    input op_branch_not_taken_i,
    input pi_decode_i,
    input flag_i,
    input op_conditional_i,
    input branch_mispredict_i,
    input [OPTION_OPERAND_WIDTH-1:0] pc_i
    );
   localparam [1:0]
      STRONGLY_NOT_TAKEN = 2'b00,
      WEAKLY_NOT_TAKEN   = 2'b01,
      WEAKLY_TAKEN       = 2'b10,
      STRONGLY_TAKEN     = 2'b11;
   localparam FSM_NUM = 2 ** GSHARE_BITS_NUM;
   integer i = 0;
   reg [1:0] pht [0:FSM_NUM - 1]; 
   reg [GSHARE_BITS_NUM-1:0] brn_hist_table [0:FSM_NUM - 1]; 
   reg [GSHARE_BITS_NUM - 1:0] previous_index = 0;
   wire [GSHARE_BITS_NUM - 1:0] state_index = 
       brn_hist_table[pc_i[GSHARE_BITS_NUM + 1:2]] ^ pc_i[GSHARE_BITS_NUM + 1:2];
   assign predicted_flag_o = (pht[state_index][1] && op_branch_taken_i) ||
                              (!pht[state_index][1] && op_branch_not_taken_i);
   wire branch_taken = (fetch_op_branch_flag_i && flag_i) || (fetch_op_branch_not_flag_i && !flag_i);
   always @(posedge clk) begin
      if (rst) begin
         for (i = 0; i < FSM_NUM; i = i + 1) begin
            pht[i] <= WEAKLY_TAKEN; 
            brn_hist_table[i] <= 0; 
         end
         previous_index <= 0;
      end else begin
         if (op_branch_taken_i || op_branch_not_taken_i) begin
            previous_index <= state_index;
         end
         if (op_conditional_i  && pi_decode_i) begin
            brn_hist_table[pc_i[GSHARE_BITS_NUM + 1:2]] <= 
                {brn_hist_table[pc_i[GSHARE_BITS_NUM + 1:2]][GSHARE_BITS_NUM - 1:1], branch_taken};
            if (!branch_taken) begin
               case (pht[previous_index])
                  STRONGLY_TAKEN: pht[previous_index] <= WEAKLY_TAKEN;
                  WEAKLY_TAKEN:   pht[previous_index] <= WEAKLY_NOT_TAKEN;
                  WEAKLY_NOT_TAKEN: pht[previous_index] <= STRONGLY_NOT_TAKEN;
                  STRONGLY_NOT_TAKEN: pht[previous_index] <= STRONGLY_NOT_TAKEN;
               endcase
            end else begin
               case (pht[previous_index])
                  STRONGLY_NOT_TAKEN: pht[previous_index] <= WEAKLY_NOT_TAKEN;
                  WEAKLY_NOT_TAKEN:   pht[previous_index] <= WEAKLY_TAKEN;
                  WEAKLY_TAKEN:       pht[previous_index] <= STRONGLY_TAKEN;
                  STRONGLY_TAKEN:     pht[previous_index] <= STRONGLY_TAKEN;
               endcase
            end
         end
      end
   end
endmodule
module saturation_counter(
    input clk,
    input rst,
    output predicted_flag_o,      
    input fetch_op_branch_false_i,      
    input fetch_op_branch_not_false_i,     
    input op_branch_taken_i,               
    input op_branch_not_taken_i,              
    input pi_decode_i,         
    input flag_i,              
    input op_conditional_i,     
    input branch_mispredict_i    
    );
   localparam [1:0]
      STRONGLY_NOT_TAKEN = 2'b00,
      WEAKLY_NOT_TAKEN   = 2'b01,
      WEAKLY_TAKEN       = 2'b10,
      STRONGLY_TAKEN     = 2'b11;
   reg [1:0] state = WEAKLY_TAKEN;
   assign predicted_flag_o = (state[1] && op_branch_taken_i) || (!state[1] && op_branch_not_taken_i);  
   wire branch_taken = (fetch_op_branch_false_i && flag_i) || (fetch_op_branch_not_false_i && !flag_i);
   always @(posedge clk) begin
      if (rst) begin
         state <= WEAKLY_TAKEN;
      end else begin
         if (op_conditional_i && pi_decode_i) begin
            if (!branch_taken) begin
               case (state)
                  STRONGLY_TAKEN:
                     state <= WEAKLY_TAKEN;
                  WEAKLY_TAKEN:
                     state <= WEAKLY_NOT_TAKEN;
                  WEAKLY_NOT_TAKEN:
                     state <= STRONGLY_NOT_TAKEN;
                  STRONGLY_NOT_TAKEN:
                     state <= STRONGLY_NOT_TAKEN;
               endcase
            end else begin
               case (state)
                  STRONGLY_NOT_TAKEN:
                     state <= WEAKLY_NOT_TAKEN;
                  WEAKLY_NOT_TAKEN:
                     state <= WEAKLY_TAKEN;
                  WEAKLY_TAKEN:
                     state <= STRONGLY_TAKEN;
                  STRONGLY_TAKEN:
                     state <= STRONGLY_TAKEN;
               endcase
            end
         end
      end
   end
endmodule
==> changes_impl.md <==
### Physical design

* Number of global-route vias before repair at approximately 77000
* Met2 usage at between 20% and 30%
* Netlist cell types at about 77
* FF-to-FF path depth at 14
* Placed inst area at between 100000 and 150000 sq um
* Via count at between 70000 and 80000
* Ys cells at 8381
* Clock sink count at around 2600
* Initial DRC count at between 5000 and 6000
* Chip Height at 629 um
* Registers, synthesis at around 2600
* End point of the critical path: predicted_flag_o
* Fp util at between 30% and 40%
* Routability cong. at 0.967
* Drt total wl at 359000 um
* Core ar. at around 390000 sq um
* Reg2reg end: pht[244][1]$_SDFFCE_PN1P_
* Tool Warnings at 63
* Critical Path Sink Type: output port
* Antenna violations before repair at 15
* Design Power at ~3500 uW
* Post-DRT Antenna Nets at 0
* Final instance area at approximately 130000 sq um
* Worst hold path type: reg -> reg
* GR Util met1 at between 20% and 30%
* Port Buf Inserts at 17
* Max Transition Viols Final at 0
* Via/cell ratio at between 5 and 6
* Synth Seq Share at around two thirds
* Commonest flop: edfxtp_1
* Tcrit/Tclk final at between 50% and 60%
* DIE WIDTH at about 630 um
* RSZ-0062 raised after global routing: false
* Yosys Chip Area at 118000 sq um
* Avg Cell Area, Syn at between 10 and 15 sq um
* Critical Path Source Type: input pin
* Total grt overflow at 0
* CP Data Required Time at 57.44 ns
* Crit path kind: in -> out
* DRT Pass-1 Iters at 8
* WL per Instance at between 20 and 30 um
* CTS tree: done
* Post-synth EDFFs at 2560
* Max VDD drop at approximately 0.000018 V
* Pin count of the biggest net entering global routing at 121
* Status: complete, no violations
* GRT busiest layer: met2
* Most frequently placed logic cell in the final layout: edfxtp_1
* Reg2reg start: previous_index[1]$_SDFFE_PP0P_
* Worst-path fanout max at roughly 45
* FF-to-FF setup slack at 64.25 ns
* # rows at 229
* Insertion delay at the late pin of the worst-skew pair at 0.95 ns
* Async set-or-reset flop fraction in the synthesized netlist at 0%
* CTS Buf Count at approximately 280
* Total Routing Usage GR at roughly a fifth
* Final worst path period need at around 38 ns
* Worst setup startpoint: pc_i[2]
* DRC at 0
* Final setup violating endpoints at 0
* Post-route setup TNS at 0 ns
* Pwr dens at about 26 nW/um^2
* Die area at about 400000 sq um
* Clock-pin slew on the worst setup and hold paths at roughly 0.06 ns
* CTS root buffer: clkbuf_16
* Slew margin rel. at approximately 18%
* Maxcap violations at 0
* Clock skew at 0.134 ns
* Synthesis Warnings at 1
* Worst Tran Pin Value at roughly 1.2 ns
* CP arrival at between 20 and 25 ns
* Post-CTS Setup Bufs at 0
* Post-CTS Hold Buffers at 0
* Post-synthesis to final-layout area growth at 12.2%
* GR Layer Usage met3 at around 15%
* Clk buf depth at 4
* Post-CTS sizing at 0
* Mapped Cells at 8381
* Leakage at 0.0436 uW
* Fraction of layout cells with a size suffix above 1 at 17.3%
* Final hold vios at 0
* Post-Syn Area at between 100000 and 150000 sq um
* Most common logic cells in the final layout: 2560 x edfxtp_1, 2119 x nor2_1, 706 x mux4_2
* First-pass GRT wire length at around 520000 um
* Fmax at around 26 MHz
* Htree depth at 5
* I/O pin count at ~43
* Final HPWL DP at between 200000 and 250000 um
==> where the power goes <==
part           total [uW]  internal [uW]  switching [uW]
logic                 376            108             268
registers            1710           1690            16.9
clock network        1380            783             597
total                3470           2580             882
==> metrics by stage <==
step,hold slack [ns],util [%],worst slack [ns],std cells
after detailed placement,0.717,31.7,33.64,13100
after CTS,0.734,33.9,33.59,13600
after floorplan,0.768,-,38.65,8381
final,0.737,33.9,33.43,13600
after global placement,0.723,31.7,33.57,13100
after global routing,0.776,33.9,32.87,13600
==> cell families (layout without fill, tap and decap cells) <==
logic type	Yosys count	count (layout)	share of synthesized area, %
other	0	17	0
XOR/XNOR	10	10	0.0806
multiplexers	928	928	15.4
AND/OR/NAND/NOR	3532	3532	12.8
AND-OR/OR-AND	557	557	3.49
buffers and inverters	786	762	2.92
flip-flops	2568	2568	65.3
==> Yosys cell counts (8+ instances only) <==
cell type  count  share of area [%]
edfxtp_1    2560                 65
nor2_1      2144                6.8
mux4_2       706                 13
clkbuf_1     582                1.9
nand2_1      368                1.2
nand3_1      324                1.4
nor3_1       300                1.3
nand2b_1     273                1.4
a21o_1       257                1.6
mux2i_1      199                1.7
a22oi_1      112               0.71
buf_2         79               0.34
buf_1         47               0.15
a21oi_1       36               0.15
buf_4         36               0.23
buf_6         33               0.32
o21ai_0       24               0.10
nand4_1       23               0.12
mux2_2        22               0.21
a22o_1        19               0.14
nor2b_1       16              0.085
o22ai_1       16              0.085
a31oi_1       15              0.080
a211oi_1      14              0.089
and3_1        14              0.074
o211ai_1      13              0.083
and2_1        12              0.064
a221oi_1       8              0.059
dfxtp_1        8               0.14
==> layout make-up <==
cell class	count	area, sq um
Timing Repair Buffer	270	2170
Inverter	5	18.8
Tap cell	5197	6500
Clock buffer	344	7330
Sequential cell	2568	77000
Clock inverter	143	1300
Antenna cell	17	42.5
Fill cell	36600	258000
Multi-Input combinational cell	5027	38000
==> per-layer routing <==
layer,vias up,share of wire (%)
met5,-,0.27
met4,42,4.6
met3,833,18
met2,4718,45
met1,36200,32
li1,30900,-
==> flip-flops by register name, indices dropped and copies added (netlist names) <==
signal,count
pht,512
previous_index,8
brn_hist_table,2048
==> worst max-delay path, cell delays in order <==
cell and delay (ns):
buf_8 0.42, buf_4 0.68, buf_4 0.57, buf_4 0.55, mux4_2 0.57, a21oi_1 0.79
a211oi_1 0.33, a2111oi_0 0.51, buf_4 0.22, nand4_1 0.26, nor3_4 0.24, buf_4 0.42
xnor2_2 0.22, buf_4 0.58, buf_4 0.62, mux4_2 0.41, a22oi_1 0.21, nand4_1 0.13
nand3_1 0.23, nand2_1 0.12, a31oi_1 0.60, mux2_1 0.38, clkdlybuf4s50_1 0.40
==> worst min-delay path by stage <==
stage / endpoint / slack [ns] / start / cells after the start
5_1_grt: previous_index[2]$_SDFFE_PP0P_ / 0.78 / previous_index[2]$_SDFFE_PP0P_ / 2
4_1_cts: previous_index[6]$_SDFFE_PP0P_ / 0.73 / previous_index[6]$_SDFFE_PP0P_ / 3
6_report: previous_index[2]$_SDFFE_PP0P_ / 0.74 / previous_index[2]$_SDFFE_PP0P_ / 2
Power is estimated from default activity; no workload was simulated.
